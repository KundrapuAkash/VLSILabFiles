==> ./design.v <==
module ALU (c,out,a,b,sel);
    input[7:0] a,b;
    input[2:0] sel;
    output[7:0] out;
    output c;
    assign {c,out} = sel[2] ?
                ( sel[1] ? (sel[0] ? {1'b0,a[0],a[7:1]} : {1'b0,a[6:0],a[7]} ) : (sel[0] ? {1'b0,a^b} : {1'b0,~a} )  ) :
                ( sel[1] ? (sel[0] ? {1'b0,a>>1} : {1'b0,a<<1} )   : (sel[0] ? a-b : a+b ) ) ;
endmodule
==> ./run.sh <==
#!/bin/bash
# OpenROAD 26Q1-2900-gdf79404cd8, Yosys 0.63+post, stock flow scripts
make -C /OpenROAD-flow-scripts/flow DESIGN_CONFIG=/design/flow/config.mk WORK_HOME=/design/flow/orfs finish
==> ./config.mk <==
export PLATFORM = sky130hd
export DESIGN_NAME = ALU
export DESIGN_NICKNAME = ALU
export VERILOG_FILES = /design/flow/design.v
export SDC_FILE = /design/flow/constraint.sdc
export NUM_CORES = 4
export LEC_CHECK = 1
export CORE_AREA = 10 10 72 72
export DIE_AREA = 0 0 82 82
==> ./constraint.sdc <==
current_design ALU

set clk_period 10.6
set clk_io_pct 0.2

create_clock -name clk0 -period $clk_period

set non_clock_inputs [all_inputs -no_clocks]
set_input_delay [expr $clk_period * $clk_io_pct] -clock clk0 $non_clock_inputs
set_output_delay [expr $clk_period * $clk_io_pct] -clock clk0 [all_outputs]
==> flow_summary.yaml <==
# implementation run metrics
worst_setup_path:
  cp-end-kind: "primary output"
  slowest_stage: "clkdlybuf4s50_1"
  startpoint_type: "input pin"
  path_cells: "clkdlybuf4s50_1 -> or3_4 -> nor3_1 -> nor2_1 -> xnor2_1 -> ha_1 -> nand3_1 -> o2111ai_1 -> xor2_1 -> o21ai_0 -> mux2i_1 -> clkdlybuf4s50_1"
  cp_max_fo: 6
  cpMostUsedCell: "clkdlybuf4s50_1"
  crit_required_ns: 8.48
  crit_type: "in2out"
  endpoint: "out[6]"
  arrival_ns: 5.06
  crit_path_start: "b[3]"
  cp_slowest_stage_delay_ns: 0.49
synthesis:
  avgSynthCellArea_um2: 7.28
  netlist_instances: 126
  synth_seq_share_pct: 0
  yosys.cell_types.count: 33
  yosys_warnings: 0
  yosys_area_um2: 917
  ys_cells: 126
  synthesis.area_um2: 917
detailed_routing:
  ant_nets: 0
  drc_errors: 0
  drt-pass1-iter-count: 4
  routedWlPerCell_um: 12.3
  drt_iter0_markers: 27
  routed_wl_um: 2430
  diodes: 0
  vias: 931
  vias_per_cell: 4.73
pwr:
  p_switching_uw: 31.0
  p_sw_share_pct: 45.4
  vdd_drop_max_mv: 0.0210
  pwr-share-clk_pct: 0
  intPower_uw: 37.4
  power.density_nw_per_um2: 56.4
  power_leakage_nw: 0.495
  seq_power_share_pct: 0
  combPwrFrac_pct: 100.0
floorplan:
  die_y_um: 82
  fp_util_pct: 24.9
  core_um2: 3690
  die_x_um: 82
  io_pins: 28
  num_rows: 22
  chip_area_um2: 6720
final_timing:
  hold_slack_ns: 5.36
  slew_viol_final: 0
  worst_pin_slew_ns: 0.710
  fin_crit_sh_pct: 67.8
  rsz0062_at_grt: "false"
  max_freq_ghz: 0.139
  max_slew_margin_pct: 52.5
  final.setup.tns_ns: 0
  hold_viol: 0
  setup_viol: 0
  fin_crit_ns: 7.18
run:
  drv_cap: 0
  tool_warnings: 32
final_layout:
  fill_cells: 430
  flops: 0
  nClkBuffers: 0
  layout.cells.most_common_list: "clkdlybuf4s50_1 (28), xnor2_1 (15), nor2_1 (12), mux2i_1 (12)"
  area_growth_syn_to_layout_pct: 32.3
  mostFrequentLayoutCell: "clkdlybuf4s50_1"
  drive_gt1_share_pct: 5.37
  mi_logic_area_um2: 840
  regArea_um2: 0
grt:
  grt_pass1_wl_um: 4080
  grt_use_met2_pct: 12.4
  antenna_found_initial: 0
  grtUsageTotal_pct: 7.22
  grt-busiest-layer: "met2"
  use_met3_pct: 0.771
  grt_max_degree: 26
  grt_pass1_vias: 891
  grt_use_met1_pct: 9.99
  overflow: 0
cts:
  postCtsResizedCells: 0
  postCtsSetupBuffers: 0
  ctsHoldBuffers: 0
run_status:
  status: "finished, final reports clean"
placement:
  io_buffers: 28
  gp_congestion: 0.919
  hpwl_um: 2060
worst_hold_path:
  hold_class: "in2out"
-- cell families (layout without fill, tap and decap cells) --
family	after synthesis	after routing	synth area share [%]
AND-OR/OR-AND	33	33	24.3
multiplexers	12	12	13.1
buffers and inverters	13	36	8.46
adder cells (fa/ha/maj)	10	10	14.5
XOR/XNOR	17	17	16.2
AND/OR/NAND/NOR	41	41	23.5
-- critical path: cells and delay by family --
| family | cells | cell delay (ns) |
|---|---|---|
| AOI/OAI and AO/OA | 2 | 0.37 |
| adders and majority gates | 1 | 0.37 |
| and+or+nand+nor | 4 | 0.80 |
| buffers and inverters | 2 | 0.96 |
| xor gates and xnor gates | 2 | 0.30 |
| muxes | 1 | 0.14 |
-- worst min-delay path by stage --
stage / start / end / slack (ns) / depth (start not counted)
CTS: a[2] / out[1] / 5.37 / 4
global route: a[2] / out[1] / 5.40 / 4
finish: a[2] / out[1] / 5.36 / 4
-- layer usage --
metal | wire, um | up-vias
met2 | 1170 | 28
met1 | 1140 | 412
met3 | 107 | 2
met4 | 15 | 0
met5 | 0 | -
li1 | - | 489
-- area by class of cell --
| type | instances | area share [%] |
|---|---|---|
| repair buffers | 29 | 23.7 |
| multi-input cells | 113 | 69.2 |
| inverters | 7 | 2.16 |
| well taps | 48 | 4.95 |
-- Yosys cell counts, drive strengths merged (2+ instances only) --
cell / number / share of area [%]
a21o: 2 / 1.6
nand3: 2 / 1.1
xnor2: 15 / 14
nor3: 4 / 2.7
a21oi: 11 / 6.4
ha: 9 / 12
o21ai: 7 / 3.8
inv: 7 / 2.9
a211oi: 5 / 4.1
nor2: 12 / 4.9
xor2: 2 / 1.9
o31ai: 2 / 2.7
mux2i: 12 / 13
nand2b: 4 / 2.7
nor2b: 4 / 2.7
and2b: 2 / 1.8
nand2: 10 / 4.1
buf: 5 / 4.8
-- power groups by stage --
stage                 logic (mW)  registers [mW]  clock network [mW]
after global routing      0.0776               0                   0
after CTS                 0.0698               0                   0
final                     0.0684               0                   0
-- per-stage QoR --
step | setup slack (ns) | cell area (um2) | util (%) | power (mW) | cells
2_1_floorplan | 4.61 | 917 | - | 0.0438 | 126
4_1_cts | 3.38 | 1210 | 32.9 | 0.0698 | 197
6_report | 3.42 | 1210 | 32.9 | 0.0684 | 197
3_3_place_gp | 3.46 | 1210 | 32.9 | 0.0694 | 197
3_5_place_dp | 3.39 | 1210 | 32.9 | 0.0696 | 197
5_1_grt | 3.05 | 1210 | 32.9 | 0.0776 | 197
Power is estimated from default activity; no workload was simulated.
