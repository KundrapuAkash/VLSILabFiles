==> design.v <==
module A4P1(out,in,clk);
    input in, clk;
    output reg out;
    reg[2:0] state;
    parameter RMD0 = 3'b000, RMD1 = 3'b001, RMD2 = 3'b010, RMD3 = 3'b011, RMD4 = 3'b100;
    always@(posedge clk)  
    begin
        case(state)
        RMD0: state <= in ? RMD1 : RMD0;
        RMD1: state <= in ? RMD3 : RMD2;
        RMD2: state <= in ? RMD0 : RMD4;
        RMD3: state <= in ? RMD2 : RMD1;
        RMD4: state <= in ? RMD4 : RMD3;
        default: state <= RMD0;
    endcase
    end
    always @(state)  
    begin
        case(state)
            RMD0 : out = 1'b1;     
            default: out = 1'b0;   
        endcase
    end
endmodule
==> run.sh <==
#!/bin/bash
# OpenROAD 26Q1-2900-gdf79404cd8, Yosys 0.63+post, stock flow scripts
make -C /OpenROAD-flow-scripts/flow DESIGN_CONFIG=/design/flow/config.mk WORK_HOME=/design/flow/orfs finish
==> config.mk <==
export PLATFORM = sky130hd
export DESIGN_NAME = A4P1
export DESIGN_NICKNAME = A4P1
export VERILOG_FILES = /design/flow/design.v
export SDC_FILE = /design/flow/constraint.sdc
export NUM_CORES = 4
export LEC_CHECK = 1
export CORE_AREA = 10 10 70 70
export DIE_AREA = 0 0 80 80
==> constraint.sdc <==
current_design A4P1

set clk_period 1.7
set clk_io_pct 0.2

create_clock -name clk0 -period $clk_period [get_ports {clk}]

set non_clock_inputs [all_inputs -no_clocks]
set_input_delay [expr $clk_period * $clk_io_pct] -clock clk0 $non_clock_inputs
set_output_delay [expr $clk_period * $clk_io_pct] -clock clk0 [all_outputs]
==> results_dict.tcl <==
# collected from the flow reports
set metrics [dict create \
    status "complete, no violations" \
    io_buffer_count 2 \
    critical_path_class "register to output pin" \
    critical_path.max_fanout 7 \
    cp.arrival_ps 1250 \
    antenna_cells 0 \
    crit_chain "nor3_1 > clkdlybuf4s50_1" \
    cts_inserted_buffers 3 \
    drtPass1Iterations 2 \
    via_per_inst 2.05 \
    grt_use_met2_pct 1.28 \
    antenna_left 0 \
    drive_above_1_share_pct 15.0 \
    power.density_nw_per_um2 1500 \
    r2r_cells 2 \
    clk_pin_slew_ps 40 \
    yosys.area_share.simple_pct 35.7 \
    ctsResizeCount 0 \
    remaining_drc_errors 0 \
    rsz0062_at_grt "no" \
    top_cell_area_share_pct 42.9 \
    hp-class "register to register" \
    synth_chip_area_um2 140 \
    warnings 25 \
    grt_use_met1_pct 0.930 \
    grt_overflow_total 0 \
    synth-adder-area-share_pct 0 \
    largest_register "state" \
    clock_tree.buffer_depth 2 \
    h-tree-depth 1 \
    crit_start "state[1]$_DFF_P_" \
    core-area_um2 3420 \
    yosysCellCount 14 \
    setup_viol 0 \
    gp_congestion 0.726 \
    worstSetupEndpoint "out" \
    io_pins 3 \
    fin_crit_sh_pct 93.4 \
    ys_top_cells_by_count "dfxtp_1 (3), inv_1 (2), nand3b_1 (2)" \
    async_flop_share_pct 0 \
    fin_crit_ps 1590 \
    floorplan.core_util_pct 4.10 \
    dr_total_vias 135 \
    cpPeakStageDelay_ps 490 \
    syn_area_um2 140 \
    die_w_um 80 \
    slew_headroom_pct 82.0 \
    grt_pass1_wl_um 503 \
    r2r_slack_ps 590 \
    area_growth_pct 74.1 \
    endpoint_kind "output pin" \
    topCellsByArea "dfxtp_1 (43%), nand3b_1 (11%), or4bb_1 (8.0%), or4b_1 (7.1%), o311ai_0 (6.3%)" \
    r2r-end "state[1]$_DFF_P_" \
    final-hold-violation-count 0 \
    p_leak_nw 0.0725 \
    top_area_cell "dfxtp_1" \
    topCombFamilyByArea "simple AND/OR/NAND/NOR gates" \
    fmax_mhz 630 \
    flop_cell "dfxtp_1" \
    tightestPinTransition_ps 267 \
    post_cts_buffers 0 \
    wirelength_um 306 \
    edf_count 0 \
    grt_use_met3_pct 0.227 \
    r2r-start "state[2]$_DFF_P_" \
    fillers 412 \
    drv_cap 0 \
    ys_seq_share_pct 42.9 \
    ys_types 10 \
    peakVddDrop_mv 0.196 \
    grt_usage_pct 0.972 \
    worst_ep_required_time_ps 1360 \
    antenna_found_initial 0 \
    xor_share_pct 0 \
    drt-initial-drc-count 2 \
    reg_top3 "state: 3 flops" \
    drv_slew 0 \
    fin_tns_setup_ps 0 \
    clkLatencyLatePin_ps 230 \
    fin_util_pct 7.14 \
    synth_top_cell_by_count "dfxtp_1" \
    synth_cells 14 \
    dieHeight_um 80 \
    cts_num_sinks 3 \
    rows 21 \
    whs_ps 503 \
    cp-start-kind "register" \
    grt_max_degree 9 \
    largest_reg_flops 3 \
    yosys_warnings 1 \
    ys_ff 3 \
    critPathSlowestCell "clkdlybuf4s50_1" \
    top_usage_layer "met4" \
    routedWlPerCell_um 4.64 \
    hold_buffers 0 \
    first_global_vias 131 \
    dpl.hpwl_um 217 \
    dieArea_um2 6400 \
    ys_sh_mux_pct 0 \
    cts_tree "built" \
    syn_avg_cell_area_um2 10.0 \
    fin_worst_skew_ps 1.24 \
    synth-compound-area-share_pct 16.1 \
    p_total_uw 366 \
    cts-root-buf "clkbuf_4" \
]
## area by class of cell
class / count / area (µm²) / share of cell area (%)
clock buffer: 4 / 26.3 / 10.8
inverter: 2 / 7.51 / 3.08
multi-input combinational: 9 / 72.6 / 29.7
sequential: 3 / 60.1 / 24.6
tap: 46 / 57.6 / 23.6
timing repair buffer: 2 / 20.0 / 8.21
## worst min-delay path by stage
stage	start	to	slack [ps]	depth (start not counted)
final	state[0]$_DFF_P_	state[2]$_DFF_P_	500	1
after global routing	state[0]$_DFF_P_	state[2]$_DFF_P_	560	1
after CTS	state[0]$_DFF_P_	state[2]$_DFF_P_	510	1
## layout by cell type, fill, tap and decap left out, drive strengths merged
master	n
or3b	1
clkdlybuf4s50	2
inv	2
or4b	1
o311ai	2
clkbuf	4
dfxtp	3
nor3	1
or4bb	1
nand3b	2
a21oi	1
## cells by family after synthesis
group                  Yosys count
and+or+nand+nor                  6
DFF                              3
AOI/OAI and AO/OA                3
buffers and inverters            2
## per-stage QoR
step,area [µm²],worst slack (ps),cells
CTS,244,89.9,66
global route,244,6.75,66
floorplan,140,665,14
finish,244,112,66
detailed placement,218,145,62
global placement,218,177,62
## per-layer routing
metal	share of wire, %	up-vias
met5	0	-
met2	45	4
li1	-	67
met3	4.6	2
met1	36	62
met4	14	0
## worst max-delay path: cells and delay by family, from the launching register on
family / cells / cell delay, ps
flops: 1 / 340
buf+inv: 1 / 490
simple gates: 1 / 190
## report_power, final
group,total [mW],internal (mW),switching (mW),leakage (nW)
combinational,0.0926,0.0712,0.0214,0.0325
sequential,0.149,0.104,0.0454,0.0250
clock,0.125,0.0880,0.0369,0.0150
total,0.366,0.263,0.104,0.0725
Power is estimated from default activity; no workload was simulated.
