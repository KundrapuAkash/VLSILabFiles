==> ./design.v <==
module mux(y,a,b,s);
    input a,b,s;
    output y;
    wire[2:0] t;
    not G1(t[0],s);
    and G2(t[1],t[0],a);
    and G3(t[2],s,b);
    or G4(y,t[1],t[2]);
endmodule
module submux(out,in0,in1,sel);
    input[7:0] in0,in1;
    input sel;
    output[7:0] out;
    mux M0(out[0],in0[0],in1[0],sel);
    mux M1(out[1],in0[1],in1[1],sel);
    mux M2(out[2],in0[2],in1[2],sel);
    mux M3(out[3],in0[3],in1[3],sel);
    mux M4(out[4],in0[4],in1[4],sel);
    mux M5(out[5],in0[5],in1[5],sel);
    mux M6(out[6],in0[6],in1[6],sel);
    mux M7(out[7],in0[7],in1[7],sel);
endmodule
module A2P1(out,in,sel,mode);
    input[7:0] in;
    input[2:0] sel;
    input mode;
    output[7:0] out;
    wire[7:0] t1,t2;
    wire[6:0] t;
    and M0(t[0],in[0],mode);
    submux S1(t1,in,{t[0],in[7:1]},sel[0]);
    and M1(t[1],t1[0],mode);
    and M2(t[2],t1[1],mode);
    submux S2(t2,t1,{t[2],t[1],t1[7:2]},sel[1]);
    and M3(t[3],t2[0],mode);
    and M4(t[4],t2[1],mode);
    and M5(t[5],t2[2],mode);
    and M6(t[6],t2[3],mode);
    submux S3(out,t2,{t[6],t[5],t[4],t[3],t2[7:4]},sel[2]);
endmodule
==> ./run.sh <==
#!/bin/bash
# OpenROAD 26Q1-2900-gdf79404cd8, Yosys 0.63+post, stock flow scripts
make -C /OpenROAD-flow-scripts/flow DESIGN_CONFIG=/design/flow/config.mk WORK_HOME=/design/flow/orfs finish
==> ./config.mk <==
export PLATFORM = sky130hd
export DESIGN_NAME = A2P1
export DESIGN_NICKNAME = A2P1
export VERILOG_FILES = /design/flow/design.v
export SDC_FILE = /design/flow/constraint.sdc
export NUM_CORES = 4
export LEC_CHECK = 1
export CORE_AREA = 10 10 70 70
export DIE_AREA = 0 0 80 80
==> ./constraint.sdc <==
current_design A2P1

set clk_period 2.1
set clk_io_pct 0.2

create_clock -name clk0 -period $clk_period

set non_clock_inputs [all_inputs -no_clocks]
set_input_delay [expr $clk_period * $clk_io_pct] -clock clk0 $non_clock_inputs
set_output_delay [expr $clk_period * $clk_io_pct] -clock clk0 [all_outputs]
==> results_slide.txt <==
Implementation Results

Outcome
  – Status: finished clean

Power
  – Power Internal: 0.0877 mW
  – Total power: 0.142 mW
  – LEAKAGE: 0.316 nW
  – IR drop worst, VDD: 54.5 uV
  – Cell Pwr Density: 209 mW/mm^2
  – Clock share of power: 0%
  – Comb power frac: 100.0%
  – Net Sw Frac: 38.3%
  – Switching power: 0.0545 mW
  – Seq pwr share: 0%

Place
  – Placed insts: 107
  – Placer Congestion: 0.934
  – HPWL Detailed: 1020 um
  – IO Port Bufs: 20

Synthesis
  – Yosys stat area: 389 um^2
  – Mean Syn Cell Area: 8.84 um^2
  – Syn. warnings: 0
  – Dominant cell type by area after synthesis: mux2i_1
  – Syn Inst Count: 44
  – Post-synthesis cell type count: 15
  – Post-synth seq share: 0%
  – Synthesized area: 389 um^2
  – Top cells by area: mux2i_1 (23%), buf_4 (17%), mux4_1 (14%), mux2_2 (12%), o22ai_1 (6.4%)
  – Area leader share: 23.2%
  – # Cells Yosys: 44

Routing
  – DR WL met2: 421 um
  – Initial drt markers: 4
  – Average wire per cell in the routed design: 11.1 um
  – Ant diodes: 0
  – Routed via count: 385
  – DR vias/cell: 3.44
  – DRC errors left: 0
  – Metal3 WL: 228 um
  – DR top layer: met3
  – Drt pass-1 iters: 4
  – Met1 wire length: 598 um
  – Drt total wl: 1250 um
  – Routed Antenna Nets: 0

Cells and area
  – Area grow syn2layout: 74.9%
  – FF+latch area: 0 um^2
  – Fraction of layout cells with a size suffix above 1: 50.0%
  – Clkbuf count: 0
  – Layout fillers: 381
  – Flip-flops: 0
  – Most frequent cells in the layout: dlygate4sd2_1 (13), buf_4 (10), mux2i_1 (5), mux2_4 (4), nand2_1 (4)
  – Logic area: 330 um^2
  – Most numerous logic cell after layout: dlygate4sd2_1
  – Non-Filler Instances: 112

Flow run
  – Tally of OpenROAD warnings: 32
  – # Max-Cap Violations: 0

Worst setup path
  – Slowest cell on crit path: mux4_2
  – WP data required: 1.68 ns
  – Worst Path Arrival: 1.63 ns
  – Critical Path Max Stage Delay: 0.51 ns
  – Worst setup SP type: input port
  – Worst path bufs/invs: 2
  – Cell mode on critical path: dlygate4sd2_1
  – Critical path peak fanout: 2
  – Worst-path cell chain: dlygate4sd2_1, nand2_1, mux4_2, o22ai_2, dlygate4sd2_1
  – Crit end category: output port
  – CP delay by family, top: multiplexers
  – WS Path Type: in -> out

GRT
  – Vias in the first global route: 423
  – Largest net degree at the start of global routing: 10
  – Initial antenna violation count: 0
  – Total track usage: 3.75%
  – Overflow after GRT: 0
  – First-pass GRT wire length: 2010 um

Timing
  – Max-slew violation total from the final report: 0
  – Final setup violating endpoints: 0
  – Tmin final: 2.05 ns
  – Maximum clock frequency: 0.489 GHz
  – RSZ-0062 raised after global routing: no
  – Slew @ Worst Pin: 0.244 ns
  – Cycle use final: 97.5%
  – Hold Vio Cnt, Final: 0
  – Relative slew slack: 83.8%

Floorplanning
  – Die width: 80 um
  – Die span in y: 80 um
  – Num rows: 21
  – Core area: 0.00342 mm^2
  – I/O pin count: 20
  – Fp util: 11.4%
  – Die area: 0.00640 mm^2

Clocking
  – Hold_buf cts: 0

Hold path
  – Type of the worst min-delay path: in -> out
==> what timing repair did <==
action | CTS | global route
gates resized | 35 | 11
buffers inserted | 5 | 0
setup endpoints to repair | 8 | 6
pin swaps | 7 | 2
==> stage by stage <==
stage                     utilization (%)  setup TNS [ns]  hold slack, ns  cell area, um^2  setup slack (ns)
final                                19.9               0            1.47              681            0.0535
after global placement               18.3           -4.16            1.87              624            -0.546
after CTS                            19.3               0            1.56              661           0.00909
after detailed placement             18.3           -4.35            1.87              624            -0.561
after global routing                 19.9               0            1.52              681           0.00410
after floorplan                         -               0            1.11              389             0.325
==> cell families after synthesis <==
| kind of cell | after synthesis | share of synthesized area [%] |
|---|---|---|
| buffers and inverters | 15 | 25.1 |
| and+or+nand+nor | 6 | 8.68 |
| muxes | 16 | 52.1 |
| AOI/OAI and AO/OA | 7 | 14.1 |
==> power by group through the flow <==
stage     clock network (mW)  registers [mW]  logic (mW)
6_report                   0               0       0.142
4_1_cts                    0               0       0.132
5_1_grt                    0               0       0.154
==> final timing paths <==
check	depth (start not counted)	from	end	slack [ns]
max	5	mode	out[5]	0.05
min	5	sel[1]	out[0]	1.47
==> cells in the mapped netlist <==
library cell	instances
o21ai_0	1
clkbuf_1	1
mux2i_1	9
buf_4	9
mux2_4	1
mux4_1	2
nor3b_1	1
inv_1	4
mux2_2	4
a311oi_2	1
o22ai_1	4
and4b_2	1
buf_6	1
nand2_1	4
o22a_2	1
==> area by class of cell <==
cell class / count / area share (%)
well taps: 46 / 8.46
repair buffers: 33 / 40.8
inverters: 4 / 2.21
multi-input cells: 29 / 48.5
==> metal layers <==
layer / vias to the layer above / GRT usage (%)
met5: - / 0
met2: 20 / 5.54
met4: 0 / 0
met1: 166 / 4.66
met3: 0 / 2.61
li1: 199 / -
Power is estimated from default activity; no workload was simulated.
